<file path="flow/config.mk">
export PLATFORM = sky130hd
export DESIGN_NAME = uart_tx
export DESIGN_NICKNAME = uart_tx
export VERILOG_FILES = /design/flow/design.v
export SDC_FILE = /design/flow/constraint.sdc
export NUM_CORES = 4
export LEC_CHECK = 1
export CORE_UTILIZATION = 30
export SYNTH_HDL_FRONTEND = slang
</file>
<file path="flow/constraint.sdc">
current_design uart_tx

set clk_period 2.2
set clk_io_pct 0.2

create_clock -name clk0 -period $clk_period [get_ports {i_clk}]

set non_clock_inputs [all_inputs -no_clocks]
set_input_delay [expr $clk_period * $clk_io_pct] -clock clk0 $non_clock_inputs
set_output_delay [expr $clk_period * $clk_io_pct] -clock clk0 [all_outputs]
</file>
<file path="flow/design.v">
`timescale 1ns / 1ps
`default_nettype none
module uart_tx(
    input wire i_clk,
    input wire i_rst,
    input wire i_start,
    input wire [7:0] i_data,
    output reg o_tx,
    output reg o_busy
    );
    parameter INPUT_CLOCK_FREQ = 100_000_000;
    parameter BAUD_RATE = 115200;
    parameter CYCLES_PER_BAUD = INPUT_CLOCK_FREQ / BAUD_RATE;
    parameter reg [3:0] IDLE_STATE   = 4'h0;
    parameter reg [3:0] START_STATE  = 4'h1;
    parameter reg [3:0] PARITY_STATE = 4'ha;
    parameter reg [3:0] STOP_STATE   = 4'hb;
    reg [3:0] current_state;
    reg [3:0] next_state;
    reg [31:0] baud_counter;
    reg baud_strobe;
    reg [7:0] tx_shift;
    reg [7:0] tx_hold;
    initial next_state = IDLE_STATE;
    always @ (*) begin
        if (i_rst)
            next_state = IDLE_STATE;
        else case (current_state)
            IDLE_STATE, STOP_STATE:
                if (i_start)
                    next_state = START_STATE;
                else
                    next_state = IDLE_STATE;
            default:
                if (current_state < STOP_STATE)
                    next_state = current_state + 1;
                else
                    next_state = IDLE_STATE;
        endcase
    end
    initial baud_counter = 0;
    initial baud_strobe = 0;
    always @ (posedge i_clk) begin
        if (current_state == IDLE_STATE) begin
            if (i_start)
                baud_strobe <= 1;
            else
                baud_strobe <= 0;
            baud_counter <= 0;
        end else if (baud_counter >= CYCLES_PER_BAUD) begin
            baud_strobe <= 1'b1;
            baud_counter <= 0;
        end else begin
            baud_counter <= baud_counter + 1'b1;
            baud_strobe <= 0;
        end
    end
    initial current_state = IDLE_STATE;
    always @ (posedge i_clk) begin
        if (i_rst)
            current_state <= IDLE_STATE;
        else if (baud_strobe || (current_state == IDLE_STATE && i_start))
            current_state <= next_state;
    end
    initial o_busy = 0;
    always @ (posedge i_clk) begin
        if (i_rst)
            o_busy <= 0;
        else
            o_busy <= (current_state >= START_STATE && current_state <= STOP_STATE);
    end
    initial tx_shift = 0;
    initial tx_hold = 0;
    always @ (posedge i_clk) begin
        if (!i_rst && baud_strobe) begin
            case (current_state)
                START_STATE: begin
                    tx_shift <= i_data;
                    tx_hold <= i_data;
                end
                IDLE_STATE, PARITY_STATE, STOP_STATE:
                    tx_shift <= 0;
                default:
                    if (current_state < PARITY_STATE)
                        tx_shift <= tx_shift >> 1;
            endcase
        end
    end
    initial o_tx = 1;
    always @ (posedge i_clk) begin
        if (i_rst)
            o_tx <= 1;
        else if (baud_strobe)
            case (current_state)
                IDLE_STATE, STOP_STATE:
                    o_tx <= 1;
                START_STATE:
                    o_tx <= 0;
                PARITY_STATE:
                    o_tx <= ^tx_hold;
                default:
                    if (current_state < STOP_STATE)
                        o_tx <= tx_shift[0];
            endcase
    end
endmodule
</file>
<file path="flow/run.sh">
#!/bin/bash
# OpenROAD 26Q1-2900-gdf79404cd8, Yosys 0.63+post, stock flow scripts
make -C /OpenROAD-flow-scripts/flow DESIGN_CONFIG=/design/flow/config.mk WORK_HOME=/design/flow/orfs finish
</file>
==> impl_table.tex <==
% Generated from flow reports
\begin{tabular}{lr}
\hline
Metric & Value \\
\hline
\multicolumn{2}{l}{\textbf{Outcome}} \\
\quad Outcome & completed \\
\multicolumn{2}{l}{\textbf{Job}} \\
\quad Reported max-cap violation count & 0 \\
\quad Total tool warning count & 30 \\
\multicolumn{2}{l}{\textbf{Global routing}} \\
\quad Global routing usage summed across all routing layers & 0.0926 \\
\quad Maximum number of pins on one net before global-route repair & 18 \\
\quad GRT overflow & 0 \\
\quad Global-route wire length before repair & 5250 µm \\
\quad Initial antenna violation count & 0 \\
\quad Vias in the first global route & 1207 \\
\multicolumn{2}{l}{\textbf{Layout}} \\
\quad Number of inserted filler cells in the final layout & 635 \\
\quad Final non-filler cell area & 0.00244 mm² \\
\quad Area growth from synthesis to layout & 18.7\% \\
\quad Most frequent logic cells in the routed design & dfxtp\_1, conb\_1, nor2\_1 \\
\quad Fraction of final layout cells sized beyond drive strength 1 & 0.0607 \\
\quad Most common logic cell in the routed design & dfxtp\_1 \\
\multicolumn{2}{l}{\textbf{Setup path}} \\
\quad Startpoint type of the worst setup path & register \\
\quad Terminus of the critical flop-to-flop path & baud\_strobe \\
\quad Highest net fanout along the worst path & 11 \\
\quad R2R depth & 6 \\
\quad Crit Path Category & register to register \\
\quad Required time of the critical path & 2.40 ns \\
\quad Category of the worst setup path capture point & register \\
\quad Crit path max-delay cell type & or3\_1 \\
\quad CP max stage delay & 0.49 ns \\
\quad Critical register-to-register path startpoint & current\_state[1] \\
\quad Register-to-register path setup slack & 0.18 ns \\
\quad Arrival time reported for the critical path endpoint & 2.21 ns \\
\quad Worst-path cell chain & inv\_1 > ha\_1 > or3b\_1 > nand4\_1 > or3\_1 > o21a\_1 \\
\multicolumn{2}{l}{\textbf{Clock tree}} \\
\quad Maximum root-to-sink buffer count & 2 \\
\quad Post-cts hold-fix buffer tally & 0 \\
\quad Clock root buffer & clkbuf\_8 \\
\quad Resized cells post-CTS & 0 \\
\quad Clock Latency Late Sink & 0.30 ns \\
\quad Clock Sink Count & 55 \\
\quad CTS tree & yes \\
\quad Clock input transition at the sequential cells of the worst setup and hold paths & 0.10 ns \\
\quad Number of clock buffers inserted by TritonCTS & 5 \\
\quad Post-CTS setup buffer count & 0 \\
\quad Htree depth & 2 \\
\multicolumn{2}{l}{\textbf{Power}} \\
\quad Total power density per cell area & 821 mW/mm² \\
\quad Maximum ir drop on the vdd rail & 0.000316 V \\
\quad Leak Pwr & 0.902 nW \\
\multicolumn{2}{l}{\textbf{Synthesis}} \\
\quad Share of synthesized area spent on multiplexers & 0.00488 \\
\quad Register area share after synthesis & 0.615 \\
\quad Most frequently used flop master after synthesis & dfxtp\_1 \\
\quad Flip-flops with a built-in enable & 16 \\
\quad Post-Synthesis Cells & 175 \\
\quad Top area contributor share & 0.380 \\
\quad Synthesis warning total & 0 \\
\quad Area fraction in full adders, half adders and majority gates & 0.0366 \\
\quad Synth Area in Compound Gates & 0.0963 \\
\quad Yosys cell types & 40 \\
\quad Flop and latch count out of synthesis & 55 \\
\quad Mean instance size in the synthesized netlist & 11.7 µm² \\
\quad Yosys top cell by area & dfxtp\_1 \\
\quad Synthesized-area fraction occupied by xor and xnor cells & 0.0640 \\
\quad Area share of and/or/nand/nor cells after synthesis & 0.146 \\
\quad Area of the synthesized netlist per yosys stat & 0.00205 mm² \\
\quad Cell area after synthesis & 0.00205 mm² \\
\quad Yosys stat cell total & 175 \\
\quad Top area cells in the synthesized netlist & dfxtp\_1, edfxtp\_1, xnor2\_1, nor2\_1, ha\_1 \\
\quad Combinational family with the most area after synthesis & simple AND/OR/NAND/NOR gates \\
\quad Fraction of registers with async set/reset & 0 \\
\multicolumn{2}{l}{\textbf{Floorplan}} \\
\quad Die height & 84.7 µm \\
\quad Standard cell core area & 0.00646 mm² \\
\quad Io pins & 13 \\
\quad Total Die Area & 0.00717 mm² \\
\quad Initial cell density of the core & 0.318 \\
\quad Placement row count & 29 \\
\quad Die Width & 84.7 µm \\
\multicolumn{2}{l}{\textbf{Drt}} \\
\quad Sum of routed wire length over all layers & 3030 µm \\
\quad Antenna cell count & 0 \\
\quad DRC violations left & 0 \\
\quad Iteration count of the initial detailed-routing pass & 6 \\
\quad Tally of nets with antenna violations remaining after routing & 0 \\
\quad Vias per cell & 4.40 \\
\quad Via count of the routed design & 1279 \\
\quad Detailed router's first-iteration violation count & 32 \\
\quad Wirelength per Cell & 10.4 µm \\
\multicolumn{2}{l}{\textbf{STA}} \\
\quad Tmin final & 2.02 ns \\
\quad Post-route fraction of the period consumed by the critical path & 0.916 \\
\quad Number of setup violations in the final report & 0 \\
\quad Total Neg Setup Slack & 0 ns \\
\quad Final number of max-transition violations & 0 \\
\quad Timing-limited maximum frequency & 496 MHz \\
\quad Setup Skew & 0.0122 ns \\
\quad Number of hold violations in the final report & 0 \\
\quad RSZ-0062 raised after global routing & no \\
\quad Worst hold slack & 0.505 ns \\
\multicolumn{2}{l}{\textbf{Worst hold path}} \\
\quad Class of the tightest hold or removal check & register to register \\
\quad HP Start & baud\_counter[0] \\
\quad Endpoint with the worst hold slack & baud\_counter[0] \\
\quad Number of instances on the worst hold path & 1 \\
\multicolumn{2}{l}{\textbf{Place}} \\
\quad Final weighted congestion in routability-driven placement & 0.800 \\
\quad PortBufs & 12 \\
\quad Standard cell area after detailed placement & 0.00233 mm² \\
\quad Sum of net half-perimeters after detailed placement & 2140 µm \\
\hline
\end{tabular}
-- metal layers --
metal / share of wire / vias to the layer above / track usage
li1: - / 671 / -
met1: 0.51 / 586 / 0.132
met2: 0.44 / 17 / 0.148
met3: 0.038 / 5 / 0.0259
met4: 0.013 / 0 / 0.0154
met5: 0 / - / 0
-- critical path: cells and delay by family (launching register included) --
family                     cells  cell delay [ns]
adders and majority gates      1             0.24
AOI/OAI and AO/OA              1             0.17
and+or+nand+nor                3             0.98
buffers and inverters          1             0.09
DFF                            1             0.43
-- flip-flops by register name, summed over array words and instances, names as in the netlist --
name and count:
tx_shift 8, o_busy 1, baud_counter 32, o_tx 1, current_state 4, baud_strobe 1
tx_hold 8
-- how the worst max path moves through the flow --
stage                             from     endpoint  slack, ns
final                 current_state[1]  baud_strobe       0.18
after CTS             current_state[0]  baud_strobe       0.20
after global routing  current_state[1]  baud_strobe       0.04
-- final cells by class --
cell class                      instances  area [µm²]  share of cell area
Inverter                                7        26.3              0.0108
Sequential cell                        55        1260               0.518
Clock inverter                          1        7.51             0.00308
Tap cell                               77        96.3              0.0395
Timing Repair Buffer                   16         150              0.0616
Multi-Input combinational cell        128         797               0.327
Clock buffer                            7        97.6              0.0401
-- metrics by stage --
stage,total power [mW],setup WS [ns],instances,utilization
global placement,1.42,0.252,283,0.361
finish,2.00,0.185,291,0.377
detailed placement,1.42,0.220,283,0.361
global route,2.11,0.0407,291,0.377
floorplan,1.35,0.513,196,-
CTS,2.02,0.198,291,0.377
-- synth_stat cells, types with 2 or more instances --
cell type  instances
dfxtp_1           39
nor2_1            21
edfxtp_1          16
xnor2_1           11
nand2_1            8
a22o_1             7
inv_1              7
ha_1               6
nand4_1            6
nand3_1            5
nor4_1             5
nor3_1             4
xor2_1             4
a21oi_1            3
buf_6              3
a31oi_1            2
clkbuf_1           2
nor3b_1            2
o31a_1             2
or3_1              2
-- logic make-up (layout without fill, tap and decap cells) --
logic type	after synthesis	count (layout)
buf+inv	13	31
fa+ha+maj	6	6
xor+xnor	15	15
other cells	1	22
simple gates	60	60
mux	1	1
flops	55	55
compound gates	24	24
-- where the power goes --
part,internal [mW],switching (mW)
Sequential,1.12,0.0295
Clock,0.294,0.312
Combinational,0.120,0.123
Power figures rest on the tool's default switching activity, not on a simulated workload.
