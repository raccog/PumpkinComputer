===== /design/flow/run.sh =====
#!/bin/bash
# OpenROAD 26Q1-2900-gdf79404cd8, Yosys 0.63+post, stock flow scripts
make -C /OpenROAD-flow-scripts/flow DESIGN_CONFIG=/design/flow/config.mk WORK_HOME=/design/flow/orfs finish

===== /design/flow/config.mk =====
export PLATFORM = sky130hd
export DESIGN_NAME = dmi_jtag
export DESIGN_NICKNAME = dmi_jtag
export VERILOG_FILES = /design/flow/design.v
export SDC_FILE = /design/flow/constraint.sdc
export NUM_CORES = 4
export LEC_CHECK = 1
export CORE_UTILIZATION = 30
export SYNTH_HDL_FRONTEND = slang

===== /design/flow/constraint.sdc =====
current_design dmi_jtag

set clk_period 5.8
set clk_io_pct 0.2

create_clock -name clk0 -period $clk_period [get_ports {i_clk}]

set non_clock_inputs [all_inputs -no_clocks]
set_input_delay [expr $clk_period * $clk_io_pct] -clock clk0 $non_clock_inputs
set_output_delay [expr $clk_period * $clk_io_pct] -clock clk0 [all_outputs]

===== /design/flow/design.v =====
`timescale 1ns / 1ps
`default_nettype none
module dmi_jtag
    #(parameter int unsigned IR_WIDTH = 5,
    parameter int unsigned DMI_ADDR_WIDTH = 7) (
    input logic i_clk,   
    input logic i_tms,
    input logic i_td,
    output logic o_td
);
    typedef enum logic [3:0] {
        EXIT2_DR, EXIT1_DR, SHIFT_DR, PAUSE_DR, SELECT_IR_SCAN, UPDATE_DR,
        CAPTURE_DR, SELECT_DR_SCAN, EXIT2_IR, EXIT1_IR, SHIFT_IR, PAUSE_IR,
        RUN_TEST_IDLE, UPDATE_IR, CAPTURE_IR, TEST_LOGIC_RESET
    } jtag_tap_state_e;
    typedef enum logic [IR_WIDTH-1:0] {
        BYPASS0 = 'h00,
        IDCODE = 'h01,
        DTMCS = 'h10,
        DMI = 'h11,
        BYPASS1 = 'h1f
    } jtag_instruction_e;
    typedef enum logic [1:0] {
        NO_ERROR,
        OPERATION_FAILED,
        ALREADY_IN_PROGRESS
    } jtag_dmi_error_e;
    typedef enum logic [1:0] {
        IDLE,
        READ,
        WRITE
    } jtag_dmi_state_e;
    typedef struct packed {
        logic _reserved;
        logic [10:0] manufid;
        logic [15:0] partnumber;
        logic [3:0] version;
    } jtag_idcode_t;
    typedef struct packed {
        logic [3:0] version;
        logic [5:0] abits;
        logic [1:0] dmistat;
        logic [2:0] idle;
        logic _reserved0;
        logic dmireset;
        logic dmihardreset;
        logic [13:0] _reserved1;
    } jtag_dtmcs_t;
    typedef struct packed {
        logic [1:0] op;
        logic [31:0] data;
        logic [DMI_ADDR_WIDTH-1:0] address;
    } jtag_dmi_t;
    localparam int unsigned DMI_REG_WIDTH = 33+DMI_ADDR_WIDTH;
    localparam jtag_idcode_t IDCODE_RESET = '{
        version:'hf,
        partnumber:'hffff,
        manufid:'h7ff,
        _reserved:'b1
    };
    localparam jtag_dtmcs_t DTMCS_RESET = '{
        version:'h1,
        abits:6'(DMI_ADDR_WIDTH),
        dmistat:'h0,
        idle:'h2,
        _reserved0:'h0,
        dmireset:'h0,
        dmihardreset:'h0,
        _reserved1:'h0
    };
    jtag_tap_state_e next_state, current_state  ;
    jtag_instruction_e current_instruction;
    logic [IR_WIDTH-1:0] reg_instruction;
    jtag_idcode_t reg_idcode;
    jtag_dtmcs_t reg_dtmcs;
    jtag_dmi_t reg_dmi;
    logic tdo_latch;
    jtag_dmi_state_e dmi_state;
    jtag_dmi_error_e dmi_error;
    logic [31:0] dmi_data;
    logic [DMI_ADDR_WIDTH-1:0] dmi_address;
    logic test_logic_reset, capture_dr, capture_ir, shift_dr,
        shift_ir, update_dr, update_ir;
    logic select_idcode, select_dtmcs, select_dmi;
    assign o_td = tdo_latch;
    assign test_logic_reset = (current_state == TEST_LOGIC_RESET);
    assign capture_dr = (current_state == CAPTURE_DR);
    assign capture_ir = (current_state == CAPTURE_IR);
    assign shift_dr = (current_state == SHIFT_DR);
    assign shift_ir = (current_state == SHIFT_IR);
    assign update_dr = (current_state == UPDATE_DR);
    assign update_ir = (current_state == UPDATE_IR);
    assign select_idcode = (current_instruction == IDCODE);
    assign select_dtmcs = (current_instruction == DTMCS);
    assign select_dmi = (current_instruction == DMI);
    always_comb begin
        case (current_state)
            TEST_LOGIC_RESET:
                next_state = (i_tms) ? TEST_LOGIC_RESET : RUN_TEST_IDLE;
            RUN_TEST_IDLE:
                next_state = (i_tms) ? SELECT_DR_SCAN : RUN_TEST_IDLE;
            SELECT_DR_SCAN:
                next_state = (i_tms) ? SELECT_DR_SCAN : CAPTURE_DR;
            CAPTURE_DR, SHIFT_DR:
                next_state = (i_tms) ? EXIT1_DR : SHIFT_DR;
            EXIT1_DR:
                next_state = (i_tms) ? UPDATE_DR : PAUSE_DR;
            PAUSE_DR:
                next_state = (i_tms) ? EXIT2_DR : PAUSE_DR;
            EXIT2_DR:
                next_state = (i_tms) ? UPDATE_DR : SHIFT_DR;
            UPDATE_DR, UPDATE_IR:
                next_state = (i_tms) ? SELECT_DR_SCAN : RUN_TEST_IDLE;
            SELECT_IR_SCAN:
                next_state = (i_tms) ? TEST_LOGIC_RESET : CAPTURE_IR;
            CAPTURE_IR, SHIFT_IR:
                next_state = (i_tms) ? EXIT1_IR : SHIFT_IR;
            EXIT1_IR:
                next_state = (i_tms) ? UPDATE_IR : PAUSE_IR;
            PAUSE_IR:
                next_state = (i_tms) ? EXIT2_IR : PAUSE_IR;
            EXIT2_IR:
                next_state = (i_tms) ? UPDATE_IR : SHIFT_IR;
            default:
                next_state = TEST_LOGIC_RESET;
        endcase
    end
    initial current_state = TEST_LOGIC_RESET;
    always_ff @ (posedge i_clk) begin
        current_state <= next_state;
    end
    initial current_instruction = IDCODE;
    always_ff @ (negedge i_clk) begin
        if (test_logic_reset)
            current_instruction <= IDCODE;
        else if (update_ir)
            current_instruction <= jtag_instruction_e'(reg_instruction);
    end
    initial reg_instruction = 0;
    always_ff @ (posedge i_clk) begin
        if (test_logic_reset || capture_ir)
            reg_instruction <= IR_WIDTH'(4'b0101);
        else if (shift_ir)
            reg_instruction <= {i_td, reg_instruction[IR_WIDTH-1:1]};
    end
    initial reg_idcode = IDCODE_RESET;
    always_ff @ (posedge i_clk) begin
        if (test_logic_reset)
            reg_idcode <= IDCODE_RESET;
        else if (select_idcode)
            if (capture_dr)
                reg_idcode <= IDCODE_RESET;
            else if (shift_dr)
                reg_idcode <= {i_td, reg_idcode[31:1]};
    end
    initial reg_dtmcs = DTMCS_RESET;
    always_ff @ (posedge i_clk) begin
        if (test_logic_reset)
            reg_dtmcs <= DTMCS_RESET;
        else if (select_dtmcs)
            if (capture_dr)
                reg_dtmcs <= DTMCS_RESET | (jtag_dtmcs_t'(dmi_error) << 10);
            else if (shift_dr)
                reg_dtmcs <= {i_td, reg_dtmcs[31:1]};
    end
    initial reg_dmi = 0;
    always_ff @ (posedge i_clk) begin
        if (test_logic_reset)
            reg_dmi <= 0;
        else if (select_dmi)
            if (capture_dr)
                reg_dmi <= reg_dmi;
            else if (shift_dr)
                reg_dmi <= {i_td, reg_dmi[DMI_REG_WIDTH:1]};
    end
    initial tdo_latch = 1'b0;
    always_ff @ (negedge i_clk) begin
        tdo_latch <= 1'b0;
        if (shift_ir)
            tdo_latch <= reg_instruction[0];
        else if (shift_dr)
            if (select_idcode)
                tdo_latch <= reg_idcode[0];
            else if (select_dtmcs)
                tdo_latch <= reg_dtmcs[0];
            else if (select_dmi)
                tdo_latch <= reg_dmi[0];
    end
    initial dmi_state = IDLE;
    initial dmi_error = NO_ERROR;
    initial dmi_data = 0;
    initial dmi_address = 0;
    always_ff @ (negedge i_clk) begin
        if (update_dr)
            if (select_dtmcs)
                if (reg_dtmcs.dmireset)
                    dmi_error <= NO_ERROR;
                else if (reg_dtmcs.dmihardreset) begin
                    dmi_error <= NO_ERROR;
                    dmi_state <= IDLE;
                    dmi_data <= 0;
                    dmi_address <= 0;
                end
            else if (select_dmi) begin
                dmi_error <= OPERATION_FAILED;
                dmi_state <= jtag_dmi_state_e'(reg_dmi.op);
                dmi_data <= reg_dmi.data;
                dmi_address <= reg_dmi.address;
            end
    end
endmodule

==> flow_metrics.py <==
# Flow results
metrics = {
    "setup_path": {
        "crit_path_end_kind": "output pin",
        "criticalPathCategory": "reg -> out",
        "worstPathArrival_ns": 4.12,
        "crit_family": "buffers and inverters",
        "crit_path_max_incr_delay_ns": 0.47,
        "critical_path.startpoint_type": "flop",
        "critPathRequiredTime_ns": 4.64,
        "cp_slowest_cell": "clkdlybuf4s50_1",
        "critPathMaxFanout": 1,
        "path_buffers": 1,
        "path_cells": "clkdlybuf4s50_1",
    },
    "power": {
        "power_mw": 2.40,
        "leakage_nw": 2.48,
        "pwr_density_cell_mw_per_mm2": 434,
        "vdd_drop_max_mv": 0.256,
    },
    "synthesis": {
        "netlist.area_leader.share": 0.507,
        "ys_warn_count": 0,
        "synth.avg_cell_area_sq_um": 9.73,
        "ys_chip_area_sq_mm": 0.00474,
        "synthTopCellsByArea": "dfxtp_1 51%, mux2i_1 23%, nor2_1 6.6%",
        "ys_cells": 487,
        "synth_cell_types": 35,
        "syn_area_sq_mm": 0.00474,
        "synth_seq_share": 0.513,
        "top_area_cell": "dfxtp_1",
        "numSynthFlops": 121,
        "syn_inst": 487,
    },
    "die": {
        "core-area_sq_mm": 0.0153,
        "fp_util": 0.309,
        "core.rowCount": 45,
        "die_area_sq_mm": 0.0163,
        "die_w_um": 128,
        "die_y_um": 128,
        "ios": 4,
    },
    "route": {
        "first_pass_iters": 4,
        "vias_per_cell": 4.35,
        "n_antenna_cell": 0,
        "drc": 0,
        "num_vias": 3092,
        "drt_iter0_markers": 198,
        "ant_nets": 0,
        "wl_per_cell_um": 10.4,
        "totalWireLength_mm": 7.38,
    },
    "place": {
        "pre_cts_slack_ns": 0.921,
        "hpwl_mm": 4.11,
        "place.gp.congestion": 0.785,
        "dp_cells": 672,
        "io_buffers": 3,
    },
    "grt": {
        "grt_pass1_wl_mm": 13.1,
        "grt_use_total": 0.0972,
        "grt_overflow_total": 0,
        "antenna_found_initial": 0,
        "grt_max_degree": 76,
        "grt_pass1_vias": 2902,
    },
    "final_layout": {
        "drive_gt1_frac": 0.0862,
        "finish.utilization": 0.360,
        "instances_no_fill": 710,
        "area_growth_pct": 16.5,
        "nFillCells": 1473,
    },
    "final_timing": {
        "setup-tns-final_ns": 0,
        "finalClockSkew_ns": 0.0336,
        "drv_slew": 0,
        "max-slew-margin-rel": 0.546,
        "setup_ws_ns": 0.522,
        "worst_pin_slew_ns": 0.681,
        "timing.final.hold_violations": 0,
        "rsz0062_at_grt": "no",
        "setup_viol": 0,
    },
    "outcome": {
        "status": "completed",
    },
    "worst_hold_path": {
        "hold_class": "reg -> reg",
    },
    "clock_network": {
        "cts_buffers": 17,
        "clk-insertion-delay-late_ns": 0.43,
        "cts_sinks": 121,
        "clock-root-buffer": "clkbuf_16",
        "postCtsHoldBufs": 0,
        "cts_buffer_depth": 2,
        "cts_setup_buffers": 0,
        "cts_tree": "yes",
        "ctsHtreeMaxLevel": 4,
        "cts_resized": 0,
        "path_clk_slew_ns": 0.05,
    },
    "flow_run": {
        "warnings": 32,
        "timing.max_cap.violations": 0,
    },
}
power by group:
part	internal [mW]	leakage, nW	switching [mW]	total, mW
combinational	0.159	1.18	0.249	0.409
sequential	0.892	0.977	0.0572	0.949
clock	0.649	0.323	0.391	1.04
per-layer routing:
metal  vias to the layer above  wire length [um]  share of wire  global-route usage
li1                       1610                 -              -                   -
met1                      1447              3900           0.53               0.147
met5                         -                 0              0                   0
met4                         0               149          0.020              0.0215
met3                         9               293          0.040              0.0238
met2                        26              3030           0.41               0.144
path summary, 6_finish.rpt:
check | start | endpoint | slack (ns) | cells after the start
worst min register to register | reg_dtmcs[0]$_SDFFE_PP0P_ | reg_dtmcs[0]$_SDFFE_PP0P_ | 0.45 | 2
worst min-delay path | reg_dtmcs[0]$_SDFFE_PP0P_ | reg_dtmcs[0]$_SDFFE_PP0P_ | 0.45 | 2
worst max-delay path | o_td$_DFF_N_ | o_td | 0.52 | 1
worst max register to register | current_instruction[4]$_SDFFE_NP0P_ | reg_dtmcs[4]$_SDFFE_PP0P_ | 0.87 | 4
cells by family (layout without fill, tap and decap cells):
group,count (synthesis),in the layout,share of synthesized area
AND-OR/OR-AND,13,13,0.0206
buffers and inverters,39,51,0.0412
flip-flops,121,121,0.513
multiplexers,112,112,0.237
AND/OR/NAND/NOR,202,202,0.188
cells in the final DEF (no fill, tap or decap), types with 2 or more instances in the layout:
cell             instances
nor4b_1                  2
or3_1                    2
clkbuf_8                 2
o21ai_0                  2
a22o_1                   3
nand2_1                 73
nor2b_1                  3
nor2_1                  83
clkinv_2                 2
mux2i_1                111
buf_4                    6
inv_6                    4
inv_1                   10
dfxtp_1                119
clkdlybuf4s50_1          3
o22a_1                   2
nand2b_1                28
clkinvlp_4               2
clkinv_4                 2
clkbuf_16               18
synthesized netlist by cell type (all sizes together):
cell type	n
dfxtp	120
mux2i	111
nor2	83
nand2	73
nand2b	28
clkbuf	21
buf	14
inv	4
a22o	3
nor2b	3
nor3b	2
nor4b	2
o21ai	2
o22a	2
or3	2
a21oi	1
a22oi	1
a2bb2oi	1
a31oi	1
and4	1
edfxtp	1
mux2	1
nand3	1
nand4	1
nand4b	1
nor3	1
o2bb2ai	1
o31ai	1
or2	1
or3b	1
or4	1
or4b	1
sequential cells by signal (all words and copies together), names as in the netlist:
register and count:
current_instruction 5, current_state 4, dmi_error 1, o_td 1
reg_dmi 41, reg_dtmcs 32, reg_idcode 32, reg_instruction 5
per-stage QoR:
stage / instance area (sq um) / hold slack (ns)
finish: 5520 / 0.455
global route: 5520 / 0.463
CTS: 5520 / 0.457
detailed placement: 4910 / 0.449
global placement: 4910 / 0.443
floorplan: 4740 / 0.430
area by class of cell:
type                            count  area (sq um)  share of cell area
Clock buffer                       21           482              0.0873
Sequential cell                   121          2430               0.441
Inverter                            3          11.3             0.00204
Clock inverter                     18           134              0.0243
Timing Repair Buffer                9          75.1              0.0136
Multi-Input combinational cell    327          2120               0.384
Tap cell                          211           264              0.0478
Power is estimated from default activity; no workload was simulated.
